==> ./design.v <==
module set_associative_cache #(
    parameter CACHE_SIZE = 256,  
    parameter BLOCK_SIZE = 16,   
    parameter ASSOC = 4,         
    parameter NUM_SETS = CACHE_SIZE / (BLOCK_SIZE * ASSOC)  
)(
    input logic clk,
    input logic reset,
    input logic [31:0] addr,
    input logic [7:0] wr_data,
    input logic wr_en,
    output logic [7:0] rd_data,
    output logic hit,
    output logic miss
);
    localparam BLOCK_OFFSET_WIDTH = $clog2(BLOCK_SIZE);
    localparam INDEX_WIDTH = $clog2(NUM_SETS);
    localparam TAG_WIDTH = 32 - INDEX_WIDTH - BLOCK_OFFSET_WIDTH;
    logic [7:0] cache_data [NUM_SETS-1:0][ASSOC-1:0][BLOCK_SIZE-1:0];  
    logic [TAG_WIDTH-1:0] cache_tag [NUM_SETS-1:0][ASSOC-1:0];        
    logic valid [NUM_SETS-1:0][ASSOC-1:0];                            
    logic [$clog2(ASSOC)-1:0] replace_ptr [NUM_SETS-1:0];  
    logic [TAG_WIDTH-1:0] tag;
    logic [INDEX_WIDTH-1:0] index;
    logic [BLOCK_OFFSET_WIDTH-1:0] block_offset;
    always_comb begin
        tag = addr[31 : INDEX_WIDTH + BLOCK_OFFSET_WIDTH];
        index = addr[INDEX_WIDTH + BLOCK_OFFSET_WIDTH - 1 : BLOCK_OFFSET_WIDTH];
        block_offset = addr[BLOCK_OFFSET_WIDTH-1 : 0];
    end
    logic current_hit;
    logic current_miss;
    logic [7:0] current_rd_data;
    logic [$clog2(ASSOC)-1:0] hit_way;  
    always_comb begin
        current_hit = 0;  
        hit_way = '0;     
        for (int i = 0; i < ASSOC; i++) begin
            if (valid[index][i] && (cache_tag[index][i] == tag)) begin
                current_hit = 1;
                hit_way = i;  
            end
        end
        current_miss = ~current_hit;
        if (current_hit && !wr_en)
            current_rd_data = cache_data[index][hit_way][block_offset];
        else
            current_rd_data = 8'b0;  
    end
    always_ff @(posedge clk or posedge reset) begin
        if (reset) begin
            for (int s = 0; s < NUM_SETS; s++) begin
                for (int i = 0; i < ASSOC; i++) begin
                    valid[s][i] <= 0;
                end
                replace_ptr[s] <= '0;
            end
            hit <= 0;
            miss <= 0;
            rd_data <= 8'b0;
        end else begin
            hit <= current_hit;
            miss <= current_miss;
            rd_data <= current_rd_data;
            if (wr_en) begin  
                if (current_hit) begin
                    cache_data[index][hit_way][block_offset] <= wr_data;
                end else begin
                    valid[index][replace_ptr[index]] <= 1;
                    cache_tag[index][replace_ptr[index]] <= tag;
                    cache_data[index][replace_ptr[index]][block_offset] <= wr_data;
                    replace_ptr[index] <= (replace_ptr[index] == ASSOC - 1) ? '0 : replace_ptr[index] + 1;
                end
            end else if (current_miss) begin  
                valid[index][replace_ptr[index]] <= 1;
                cache_tag[index][replace_ptr[index]] <= tag;
                replace_ptr[index] <= (replace_ptr[index] == ASSOC - 1) ? '0 : replace_ptr[index] + 1;
            end
        end
    end
endmodule
==> ./run.sh <==
#!/bin/bash
# OpenROAD 26Q1-2900-gdf79404cd8, Yosys 0.63+post, stock flow scripts
make -C /OpenROAD-flow-scripts/flow DESIGN_CONFIG=/design/flow/config.mk WORK_HOME=/design/flow/orfs finish
==> ./config.mk <==
export PLATFORM = sky130hd
export DESIGN_NAME = set_associative_cache
export DESIGN_NICKNAME = set_associative_cache
export VERILOG_FILES = /design/flow/design.v
export SDC_FILE = /design/flow/constraint.sdc
export NUM_CORES = 4
export LEC_CHECK = 1
export CORE_UTILIZATION = 30
export SYNTH_HDL_FRONTEND = slang
==> ./constraint.sdc <==
current_design set_associative_cache

set clk_period 15.6
set clk_io_pct 0.2

create_clock -name clk0 -period $clk_period [get_ports {clk}]

set non_clock_inputs [all_inputs -no_clocks]
set_input_delay [expr $clk_period * $clk_io_pct] -clock clk0 $non_clock_inputs
set_output_delay [expr $clk_period * $clk_io_pct] -clock clk0 [all_outputs]
==> changes_impl.md <==
## Flow update

- Crit. End Element: register
- Max Clock Skew: around 110 ps
- Detailed Place HPWL: 162000 microns
- Most instantiated logic cell after routing: edfxtp_1
- Yosys aoi share: 2.99%
- WP data arrival: roughly 10000 ps
- Die Width: roughly 570 microns
- Hold Vio Cnt, Final: 0
- Largest logic family: multiplexers
- Via count: approximately 49000
- Crit path launch type: input port
- Hold Buf Count CTS: 0
- Worst Path Required: roughly 16000 ps
- Fp_density: a little under a third
- CP Class: in -> reg
- HP Class: reg -> reg
- Post-DRT Antenna Nets: 0
- Prevailing post-synth register cell: edfxtp_1
- Setup violators final: 0
- Min cycle time layout: slightly below 10000 ps
- CTS tree: done
- CTS Buf Count: between 200 and 250
- Number of vias per cell: approximately 5.1
- Status: complete, no violations
- Adder Area Share: less than 1%
- Fraction of layout cells with a size suffix above 1: 23.5%
- Synth unique cells: between 70 and 80
- Total track usage: 17.1%
- IO Port Bufs: between 50 and 60
- CP Max Fanout: around 46
- # Post-CTS Setup Buffers: 0
- Static leakage: about 34 nW
- Die Height: between 500 and 600 microns
- Pin count of the biggest net entering global routing: between 100 and 150
- Max Fclk: slightly above 100 MHz
- Synth Seq Share: about three quarters
- Slowest-stage cell, CP: buf_4
- Gpl congestion: 0.963
- RSZ-0062 raised after global routing: no
- Core Region: roughly 320000 sq um
- Final worst path period share: between 60 and 70%
- Post-Syn Area: around 98000 sq um
- Root buffer cell: clkbuf_16
- Chip area: between 300000 and 400000 sq um
- Row cnt: 209
- Final setup TNS: 0 ps
- Post-CTS sizing: 0
- Logic area: 21800 sq um
- First-pass GRT wire length: approximately 380000 microns
- Slew HR: a little over an eighth
- Total grt overflow: 0
- Clock sink count: ~2500
- Post-synth mux share: 14.8%
- Max Slew Vio Count: 0
- Simple share: 3.34%
- Tool warnings: 35
- Yosys warns: 0
- CP max stage delay: approximately 700 ps
- Initial antenna violation count: 6
- FF+latch count, synth: between 2000 and 2500
- Crit-path cells: buf_8, buf_4, buf_4, buf_4, mux2i_1, xnor2_1, a2111oi_0, a22o_1, nand3_2, or2_4, buf_4, buf_4, mux2i_1, o21ai_0, nand3_1, or4_1, a2111oi_1
- Clock transition at path regs: 60 ps
- Vias in the first global route: 53500
- Fill cell count: approximately 30000
- DR iter-0 viols: between 3000 and 4000
- First-pass detailed-route iteration total: 23
- Pwr/cell area: roughly 120 nW/um^2
- Actual slew at the worst max-slew pin: roughly 1300 ps
- WL per Instance: 27.5 microns
- XORs/XNORs by Area: 0.930%
- Post-synth EDFFs: between 2000 and 2500
- # Cells Yosys: just under 5000
- YS chip area: just under 100000 sq um
- Instance tally after logic synthesis: about 4800
- Flop area: roughly 75000 sq um
- Share of flip-flops with an asynchronous set or reset: under 10%
- Syn-to-layout area delta: 14.3%
- Clock Path Buffers: 4
- # DRC: 0
- Post-Route WL: 263000 microns
- Worst hold margin: around 450 ps
- Late-Pin Clk Latency: approximately 930 ps
- I/O Pins: approximately 53
- CTS H-tree depth: 4
- Dominant logic cell types in the final layout: 2464 x edfxtp_1, 589 x mux4_2, 268 x nor2_1
- Avg Cell Area, Syn: between 20 and 25 sq um
- Worst VDD drop: about 0.000093 V
- Max cap viols: 0
- Most common cell on crit path: buf_4
-- cell type report --
| cell class | instances | area share (%) |
|---|---|---|
| tap | 4325 | 4.83 |
| timing repair buffer | 292 | 2.16 |
| multi-input combinational | 1997 | 19.5 |
| inverter | 14 | 0.0469 |
| antenna | 2 | 0.00447 |
| clock buffer | 300 | 5.64 |
| sequential | 2498 | 66.9 |
| clock inverter | 126 | 0.981 |
-- per-stage QoR --
step / std cells / utilization (%) / cell area [sq um] / worst slack (ps) / power (W)
floorplan: 4819 / - / 98000 / 7320 / 0.00805
global placement: 9126 / 32.2 / 105000 / 5030 / 0.00842
detailed placement: 9126 / 32.2 / 105000 / 5130 / 0.00843
CTS: 9552 / 34.5 / 112000 / 5980 / 0.0140
global route: 9553 / 34.5 / 112000 / 5500 / 0.0142
finish: 9554 / 34.5 / 112000 / 5930 / 0.0138
-- path summary, 6_finish.rpt --
check / slack [ps] / endpoint / depth (start not counted) / startpoint
setup / recovery: 5930 / rd_data[5] / 17 / addr[4]
max in group asynchronous: 12420 / valid[10] / 3 / reset
hold reg to reg: 450 / valid[11] / 1 / valid[11]
min in group asynchronous: 2700 / valid[11] / 3 / reset
hold / removal: 450 / valid[11] / 1 / valid[11]
setup reg to reg: 9840 / rd_data[5] / 13 / cache_tag[3][68]
-- routing by layer --
metal	GRT usage (%)	wire, microns	share of wire (%)
met5	1.81	687	0.26
met4	5.02	9400	3.6
met3	13.9	47700	18
met2	25.0	120000	46
met1	18.9	85200	32
-- synth_stat cells (all sizes together) (7+ instances only) --
cell / count / area [sq um]
mux2i: 106 / 1070
o211ai: 32 / 240
o2111ai: 10 / 87.6
mux4: 589 / 13300
a22oi: 12 / 90.1
nand2: 183 / 687
nor4: 11 / 68.8
nor2: 286 / 1070
buf: 140 / 763
o21ai: 74 / 370
a211oi: 15 / 113
edfxtp: 2464 / 74000
or4: 8 / 60.1
clkbuf: 170 / 638
nor2b: 8 / 50.1
xnor2: 86 / 753
o22ai: 86 / 538
nand4: 25 / 156
nor3: 99 / 500
or2: 15 / 93.8
nand2b: 15 / 93.8
dfrtp: 34 / 851
a21o: 19 / 143
a31oi: 13 / 81.3
or3: 7 / 43.8
nand3: 61 / 310
a21oi: 104 / 521
mux2: 14 / 158
a2bb2oi: 8 / 70.1
inv: 13 / 48.8
a2111oi: 7 / 95.1
a32oi: 7 / 61.3
xor2: 18 / 158
-- power by group --
group	switching (W)	total [W]	internal (W)	leakage, nW
Sequential	0.0000232	0.00748	0.00746	22.5
Combinational	0.000534	0.000800	0.000266	7.98
Clock	0.00243	0.00556	0.00313	3.64
-- worst max-delay path, delay by kind of cell --
| kind | cells | cell delay (ps) |
|---|---|---|
| AND-OR/OR-AND | 4 | 1670 |
| XOR/XNOR | 1 | 80 |
| buffers and inverters | 6 | 3150 |
| multiplexers | 2 | 500 |
| AND/OR/NAND/NOR | 4 | 1660 |
-- flip-flops by register name, indices dropped and copies added (netlist names) --
| register | flops |
|---|---|
| cache_data | 2048 |
| cache_tag | 416 |
| hit | 1 |
| miss | 1 |
| rd_data | 8 |
| replace_ptr | 8 |
| valid | 16 |
-- cells by family (layout without fill, tap and decap cells) --
kind of cell,Yosys count,count (layout)
mux,709,709
compound gates,446,446
simple gates,734,734
flops,2498,2498
fa+ha+maj,4,4
xor+xnor,104,104
other cells,0,2
buf+inv,324,732
Power figures rest on the tool's default switching activity, not on a simulated workload.
