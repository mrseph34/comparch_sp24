File: flow/config.mk
export PLATFORM = sky130hd
export DESIGN_NAME = direct_mapped_cache
export DESIGN_NICKNAME = direct_mapped_cache
export VERILOG_FILES = /design/flow/design.v
export SDC_FILE = /design/flow/constraint.sdc
export NUM_CORES = 4
export LEC_CHECK = 1
export CORE_UTILIZATION = 50
export SYNTH_HDL_FRONTEND = slang
File: flow/constraint.sdc
current_design direct_mapped_cache

set clk_period 5.6
set clk_io_pct 0.2

create_clock -name clk0 -period $clk_period [get_ports {clk}]

set non_clock_inputs [all_inputs -no_clocks]
set_input_delay [expr $clk_period * $clk_io_pct] -clock clk0 $non_clock_inputs
set_output_delay [expr $clk_period * $clk_io_pct] -clock clk0 [all_outputs]
File: flow/design.v
module direct_mapped_cache #(
    parameter CACHE_SIZE = 256,  
    parameter BLOCK_SIZE = 16,    
    parameter ASSOC = 1           
)(
    input logic clk,
    input logic reset,
    input logic [31:0] addr,
    input logic [7:0] wr_data,
    input logic wr_en,
    output logic [7:0] rd_data,
    output logic hit,
    output logic miss
);
    localparam NUM_SETS = CACHE_SIZE / (BLOCK_SIZE * ASSOC);
    localparam BLOCK_OFFSET_WIDTH = $clog2(BLOCK_SIZE);
    localparam INDEX_WIDTH = $clog2(NUM_SETS);
    localparam TAG_WIDTH = 32 - INDEX_WIDTH - BLOCK_OFFSET_WIDTH;
    logic [7:0] cache_data [NUM_SETS-1:0][BLOCK_SIZE-1:0];
    logic [TAG_WIDTH-1:0] cache_tag [NUM_SETS-1:0];
    logic valid [NUM_SETS-1:0];
    logic [TAG_WIDTH-1:0] tag;
    logic [INDEX_WIDTH-1:0] index;
    logic [BLOCK_OFFSET_WIDTH-1:0] block_offset;
    always_comb begin
        tag = addr[31 : 32 - TAG_WIDTH];
        index = addr[32 - TAG_WIDTH - 1 : BLOCK_OFFSET_WIDTH];
        block_offset = addr[BLOCK_OFFSET_WIDTH-1 : 0];
    end
    logic current_hit;
    logic current_miss;
    logic [7:0] current_rd_data;
    always_comb begin
        current_hit = (valid[index] && (cache_tag[index] == tag));
        current_miss = ~current_hit;
        if (current_hit && !wr_en) 
            current_rd_data = cache_data[index][block_offset];
        else 
            current_rd_data = 8'b0;  
    end
    always_ff @(posedge clk or posedge reset) begin
        if (reset) begin
            for (int i = 0; i < NUM_SETS; i++) 
                valid[i] <= 0;
            hit <= 0;
            miss <= 0;
            rd_data <= 8'b0;
        end else begin
            hit <= current_hit;
            miss <= current_miss;
            rd_data <= current_rd_data;
            if (current_miss || wr_en) begin
                valid[index] <= 1;
                cache_tag[index] <= tag;
                if (wr_en) 
                    cache_data[index][block_offset] <= wr_data;
            end
        end
    end
endmodule
File: flow/run.sh
#!/bin/bash
# OpenROAD 26Q1-2900-gdf79404cd8, Yosys 0.63+post, stock flow scripts
make -C /OpenROAD-flow-scripts/flow DESIGN_CONFIG=/design/flow/config.mk WORK_HOME=/design/flow/orfs finish
==> notes.md <==
Implementation run completed; key figures follow.

Run status:
- The flow ran to the end, and the final reports show no timing, DRC or antenna violations.

Worst setup path:
- The run gives the worst-path maximum fanout as slightly above 50.
- Per the OpenROAD timing report, the critical path contains 10 cells.
- According to the timing report, the critical path is launched from addr[4].
- The run gives the critical path class as input port to register.
- The run gives the element type at the critical path end as a register.
- Looking at the reg2reg group, the worst path starts from cache_tag[3][0]$_DFFE_PP_.
- The run puts the delay of the slowest cell on the worst path at between 0.6 and 0.7 ns.
- Broken down by cell family, the worst path's largest delay share belongs to buffers and inverters.
- The run gives the data arrival time of the worst path as 4.89 ns.
- Listed in order, past its start point the critical path passes buf_8, buf_12, buf_4, mux4_2, mux4_2, nor2b_1, a2111oi_0, buf_4, nor4_1, o211a_1.
- The run gives the cell with the largest stage delay on the worst path as sky130_fd_sc_hd__a2111oi_0.
- The run gives the required time of the critical path as 6.34 ns.
- The capture point of the critical path was reported as rd_data[5]$_DFF_PP0_.
- Counting both buffers and inverters, the worst setup path holds a total of 4.
- The run puts the depth of the most critical reg-to-reg path at 9.
- The run gives the capture instance of the worst register-to-register path as cache_tag[12][16]$_DFFE_PP_.
- The run puts the setup slack of the most critical reg-to-reg path at ~2.2 ns.
- STA classifies the critical path startpoint as an input port.

Clock tree:
- Clock tree synthesis selected as its root buffer the cell sky130_fd_sc_hd__clkbuf_16.
- The later pin in the worst-skew pair is clocked with a latency of 0.89 ns.
- The run gives the H-tree depth reported by CTS as 4.
- The run puts the CTS clock-pin slew for the worst setup and hold paths at 0.06 ns.
- The run gives the hold-fix buffer count after cts as 0.
- The run gives the buffers inserted during post-CTS setup optimization as 0.
- TritonCTS created 240 clock buffers.
- The run puts the number of cells upsized or downsized after cts at 0.
- The clock net in this run drives a total of approximately 2500 sinks.
- The run gives the number of buffers between clock root and the deepest sink as 3.
- TritonCTS built the clock tree.

Global routing:
- The run puts the aggregate global-route resource usage at 27.6%.
- The run gives the wire length of the first global-routing pass as 336000 um.
- The run gives the number of antenna violations at the first check in global routing as 5.
- The run puts the via count of the first global-routing pass at 49000.
- The total overflow left after global routing is 0.
- The run gives the maximum number of pins on one net before global-route repair as 139.

Floorplanning:
- The run gives the starting density of the core as 50.6%.
- The run puts the number of ports placed on the die boundary at 53.
- The run puts the die outline width at between 400 and 500 um.
- The run puts the chip footprint at ~190000 um2.
- The run gives the site row count as around 160.
- The run gives the core area as between 150000 and 200000 um2.
- The die is about 440 um tall.

Route:
- After the first detailed-routing iteration, the DRC count stood at between 2000 and 3000.
- The run gives the detailed-routed wire length on met2 as 107000 um.
- The run puts the routed via count divided by cell count at around 6.
- The run gives the remaining antenna violation count as 0.
- The run gives the final routed DRC violation total as 0.
- The run gives the met3 wire length as 36000 um.
- The run puts the number of vias in the routed layout at 44300.
- The run puts the wire length the detailed router placed on met1 at 77600 um.
- The run puts the wire length after detailed routing at roughly 230000 um.
- Per the detail_route report, routed wire per instance is between 30 and 40 um.
- After detailed routing, no signal wire sits above met5.
- The run gives the detailed-routing iteration count for the pre-antenna-repair pass as 7.

Logic synthesis:
- The run gives the share of flip-flops with an asynchronous set or reset after synthesis as under 10%.
- The synthesis report lists the most area-consuming cells as sky130_fd_sc_hd__edfxtp_1 (77%), sky130_fd_sc_hd__mux4_2 (16%), sky130_fd_sc_hd__nor2_1 (1.1%).
- Among all flip-flop cells after synthesis, the most frequent one is sky130_fd_sc_hd__edfxtp_1.
- The run puts the distinct cell type count of the synthesized netlist at 61.
- The run gives the synthesized cell area as 95400 um2.
- The run puts the count of flip-flops with a built-in enable after synthesis at 2432.
- After synthesis, the chip area reported by Yosys is 95400 um2.
- The run puts the sequential share of the synthesized area at roughly 77%.
- Dividing the synthesized area by the synthesized cell count gives between 20 and 25 um2.
- The run gives the most area-hungry cell type in the Yosys netlist as sky130_fd_sc_hd__edfxtp_1.
- The run gives the number of standard cells after synthesis as 4198.
- The run gives the cell total in the yosys stat output as between 4000 and 5000.
- The run puts the area fraction of the dominant cell type after synthesis at around three quarters.
- The run gives the number of warnings reported in the yosys synthesis log as 0.
- After synthesis the netlist holds a flip-flop and latch count of 2458.

Placed design:
- RePlAce ended its routability-driven mode at a weighted congestion of between 0.9 and 1.
- The run gives the detailed placer's ending HPWL as about 140000 um.
- The run puts the count of port buffers added during placement at between 50 and 60.
- The run gives the worst setup slack after placement as 0.560 ns.

Cells and area:
- In the layout the commonest cells are sky130_fd_sc_hd__edfxtp_1 (2432), sky130_fd_sc_hd__mux4_2 (691), sky130_fd_sc_hd__buf_4 (340).
- Counting only logic cells after layout, the most numerous master is sky130_fd_sc_hd__edfxtp_1.
- Measured on the finished design, the core utilization comes to 57.7%.
- The run puts the fraction of layout cells with a size suffix above 1 at 30.4%.
- The run gives the area added between synthesis and finish as 14.1%.

Timing:
- Setup repair after global routing left no endpoint under its margin.
- The worst path meets setup with 1.45 ns of slack.
- Of the available clock period, the critical path in the final layout requires 74.1%.
- For the pin with the worst max-slew slack, the measured transition is 0.903 ns.
- The run gives the total of endpoints with negative setup slack in the final report as 0.
- For this run, the top clock speed supported by timing is between 200 and 250 MHz.
- The run gives the final setup TNS as 0 ns.
- Endpoints failing hold in the final report were tallied at 0.
- Max-slew check failures listed in the final report amount to 0.
- The run gives the worst relative slew slack as 39.6%.
- The routed design could run at a clock period as short as between 4 and 5 ns.
- The run puts the final setup skew at 0.0433 ns.

Min path:
- The run gives the number of cells on the worst hold path as 1.
- Checking hold timing, the worst path is listed with class register to register.

Flow run:
- The run puts the stage-log warning count at 44.
- The run puts the number of max-cap violations at 0.

Power and ir drop:
- The run puts the static power due to leakage at 0.0343 uW.
- The run gives the power density over the cells as about 350 nW/um2.
- The run gives the worst vdd rail ir drop as approximately 0.30 mV.
final cells by class:
cell class	count	area (um2)
inverters	9	41.3
repair buffers	411	3490
diodes	1	2.50
clock buffers	281	6160
fillers	13400	79800
well taps	2495	3120
multi-input cells	1491	20500
clock inverters	172	1790
flip-flops and latches	2458	73700
metrics by stage:
step	total power, uW	area, um2	hold slack (ns)	cells
6_report	38300	109000	0.468	7318
4_1_cts	38700	109000	0.467	7317
2_1_floorplan	21700	95400	0.429	4198
3_3_place_gp	22600	101000	0.445	6864
5_1_grt	39500	109000	0.487	7317
3_5_place_dp	22600	101000	0.450	6864
Yosys cell counts, drive strengths merged (6+ instances only):
cell	n
o22ai	28
mux2i	106
o21ai	21
inv	8
a211oi	7
o211ai	8
a22oi	34
xnor2	17
a31oi	6
edfxtp	2432
nor2b	12
nor3	22
nand2b	22
mux4	695
nand3	24
nor4	7
buf	165
clkbuf	75
a21oi	10
nor2	291
dfrtp	26
nand4	9
nand2	76
xor2	12
a221oi	10
mux2	12
a22o	9
registers in the layout (all words and copies together) (netlist names):
signal	cells
cache_data	2048
cache_tag	384
hit	1
miss	1
rd_data	8
valid	16
metal layers:
| layer | GRT usage [%] | vias up |
|---|---|---|
| met2 | 38.2 | 2471 |
| met3 | 18.9 | 359 |
| li1 | - | 18600 |
| met1 | 40.7 | 22800 |
| met5 | 1.91 | - |
| met4 | 5.92 | 16 |
report_power, final:
part           internal, uW  total [uW]  leakage (uW)  switching, uW
Sequential            20300       20300        0.0221           19.1
Clock                  9220       16100       0.00387           6890
Combinational           726        1900       0.00826           1170
worst reg2reg max path, delay by kind of cell, from the launching register on:
kind / cells / cell delay [ns]
AND-OR/OR-AND: 1 / 0.14
flip-flops: 1 / 0.36
multiplexers: 2 / 0.98
buffers and inverters: 2 / 0.62
AND/OR/NAND/NOR: 3 / 0.83
XOR/XNOR: 1 / 0.19
worst min path at each step:
stage                startpoint               endpoint  slack, ns
5_1_grt   valid[13]$_DFFE_PP0N_  valid[13]$_DFFE_PP0N_       0.49
6_report   valid[4]$_DFFE_PP0N_   valid[4]$_DFFE_PP0N_       0.47
4_1_cts    valid[8]$_DFFE_PP0N_   valid[8]$_DFFE_PP0N_       0.47
kinds of logic (layout without fill, tap and decap cells):
| group | after synthesis | in the layout | share of synthesized area [%] |
|---|---|---|---|
| other | 0 | 1 | 0 |
| buffers and inverters | 249 | 873 | 1.37 |
| multiplexers | 813 | 813 | 17.7 |
| AND-OR/OR-AND | 168 | 168 | 1.28 |
| AND/OR/NAND/NOR | 481 | 481 | 2.15 |
| XOR/XNOR | 29 | 29 | 0.266 |
| flip-flops | 2458 | 2458 | 77.3 |
Power and IR drop assume default switching activity.
