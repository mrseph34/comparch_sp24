==> /design/flow/design.v <==
module fully_associative_cache #(
    parameter CACHE_SIZE = 256,  
    parameter BLOCK_SIZE = 16,   
    parameter ASSOC = CACHE_SIZE / BLOCK_SIZE
)(
    input logic clk,
    input logic reset,
    input logic [31:0] addr,
    input logic [7:0] wr_data,
    input logic wr_en,
    output logic [7:0] rd_data,
    output logic hit,
    output logic miss
);
    localparam NUM_SETS = 1;  
    localparam BLOCK_OFFSET_WIDTH = $clog2(BLOCK_SIZE);
    localparam INDEX_WIDTH = 0;  
    localparam TAG_WIDTH = 32 - BLOCK_OFFSET_WIDTH;  
    logic [7:0] cache_data [ASSOC-1:0][BLOCK_SIZE-1:0];  
    logic [TAG_WIDTH-1:0] cache_tag [ASSOC-1:0];        
    logic valid [ASSOC-1:0];                            
    logic [$clog2(ASSOC)-1:0] replace_ptr;  
    logic [TAG_WIDTH-1:0] tag;
    logic [BLOCK_OFFSET_WIDTH-1:0] block_offset;
    always_comb begin
        tag = addr[31 : BLOCK_OFFSET_WIDTH];
        block_offset = addr[BLOCK_OFFSET_WIDTH-1 : 0];
    end
    logic current_hit;
    logic current_miss;
    logic [7:0] current_rd_data;
    logic [$clog2(ASSOC)-1:0] hit_way;  
    always_comb begin
        current_hit = 0;  
        hit_way = '0;      
        for (int i = 0; i < ASSOC; i++) begin
            if (valid[i] && (cache_tag[i] == tag)) begin
                current_hit = 1;
                hit_way = i;  
            end
        end
        current_miss = ~current_hit;
        if (current_hit && !wr_en)
            current_rd_data = cache_data[hit_way][block_offset];
        else
            current_rd_data = 8'b0;  
    end
    always_ff @(posedge clk or posedge reset) begin
        if (reset) begin
            for (int i = 0; i < ASSOC; i++)
                valid[i] <= 0;
            replace_ptr <= '0;
            hit <= 0;
            miss <= 0;
            rd_data <= 8'b0;
        end else begin
            hit <= current_hit;
            miss <= current_miss;
            rd_data <= current_rd_data;
            if (wr_en) begin  
                if (current_hit) begin
                    cache_data[hit_way][block_offset] <= wr_data;
                end else begin
                    valid[replace_ptr] <= 1;
                    cache_tag[replace_ptr] <= tag;
                    cache_data[replace_ptr][block_offset] <= wr_data;
                    replace_ptr <= (replace_ptr == ASSOC - 1) ? '0 : replace_ptr + 1;
                end
            end else if (current_miss) begin  
                 valid[replace_ptr] <= 1;
                 cache_tag[replace_ptr] <= tag;
                 replace_ptr <= (replace_ptr == ASSOC - 1) ? '0 : replace_ptr + 1;
            end
        end
    end
endmodule
==> /design/flow/run.sh <==
#!/bin/bash
# OpenROAD 26Q1-2900-gdf79404cd8, Yosys 0.63+post, stock flow scripts
make -C /OpenROAD-flow-scripts/flow DESIGN_CONFIG=/design/flow/config.mk WORK_HOME=/design/flow/orfs finish
==> /design/flow/config.mk <==
export PLATFORM = sky130hd
export DESIGN_NAME = fully_associative_cache
export DESIGN_NICKNAME = fully_associative_cache
export VERILOG_FILES = /design/flow/design.v
export SDC_FILE = /design/flow/constraint.sdc
export NUM_CORES = 4
export LEC_CHECK = 1
export CORE_UTILIZATION = 40
export SYNTH_HDL_FRONTEND = slang
==> /design/flow/constraint.sdc <==
current_design fully_associative_cache

set clk_period 73.7
set clk_io_pct 0.2

create_clock -name clk0 -period $clk_period [get_ports {clk}]

set non_clock_inputs [all_inputs -no_clocks]
set_input_delay [expr $clk_period * $clk_io_pct] -clock clk0 $non_clock_inputs
set_output_delay [expr $clk_period * $clk_io_pct] -clock clk0 [all_outputs]
==> ci_impl_report.md <==
## Synthesis and layout report

| Metric | Value |
|---|---|
| Htree depth | `5` |
| CTS sink cnt | `2526` |
| Die area | `264000 um^2` |
| GPL Wtd Cong | `1.01` |
| TNS Setup | `0 ps` |
| CTS tree | `done` |
| Pins Over Slew Limit | `0` |
| Post-synth EDFFs | `2496` |
| Via count | `65599` |
| Yosys warns | `0` |
| Wire per inst | `29.2 um` |
| Yosys chip area | `105000 um^2` |
| Max clock buf depth | `4` |
| Core area | `260000 um^2` |
| Async S/R FF share, synth | `0.0119` |
| RSZ-0062 raised after global routing | `no` |
| Area growth, synth to finish | `13.2%` |
| Grt ovf | `0` |
| Hpwl dp | `206 mm` |
| Log Warnings | `33` |
| CP Launch Type | `primary input` |
| Post-CTS Setup Repair Bufs | `0` |
| Ports | `53` |
| DR pass1 iterations | `8` |
| Clock Pin Slew Worst Setup and Hold Paths | `60 ps` |
| Die Span X | `514 um` |
| Relative max-transition margin | `0.0374` |
| Comb area | `26900 um^2` |
| Tightest Hold Check Type | `register to register` |
| TritonCTS buffer count | `284` |
| Share of layout cells above drive strength 1 | `0.0997` |
| Tcrit/Tclk final | `0.302` |
| Worst-Skew Late Latency | `950 ps` |
| Via/cell ratio | `5.69` |
| Max Cap Violations | `0` |
| Static leakage | `39.0 nW` |
| CP Data Arrival Time | `23030 ps` |
| Antenna Nets Post-Route | `0` |
| Met3 WL | `58.5 mm` |
| Vias in the first global route | `66625` |
| Worst Path Max Fanout | `75` |
| Initial antenna violation count | `25` |
| Yosys stat cell total | `7644` |
| Status | `finished, final reports clean` |
| Final Util | `0.456` |
| Post-Syn Area | `105000 um^2` |
| Global-route wire length before repair | `481 mm` |
| Cts hold-fix bufs | `0` |
| Req. time, crit path | `74480 ps` |
| Die height | `514 um` |
| Pwr/cell area | `25.3 nW/um^2` |
| Kind of critical path | `primary input to register` |
| Worst Skew | `106 ps` |
| Synth flops | `2526` |
| Synthesized area per cell | `13.7 um^2` |
| Distinct lib cells | `84` |
| Port Buffers | `52` |
| Metal-1 WL | `113 mm` |
| Peak supply drop | `0.0000225 V` |
| Drt total wl | `337 mm` |
| Post-Syn Instances | `7644` |
| Crit path time final | `22240 ps` |
| Sequential cell area | `75700 um^2` |
| Drc violations | `0` |
| Worst Setup End Kind | `register` |
| Total GRT Usage | `0.279` |
| Row Count | `187` |
| Seq/Total Area, Yosys | `0.723` |
| CTS resizes | `0` |
| CTS root buffer | `clkbuf_16` |
| Core Util at FP | `0.403` |
| Fillers | `22078` |
| Setup Viol. Count Final | `0` |
| Slew @ Worst Pin | `1440 ps` |
| Main flop type | `edfxtp_1` |
| Initial DRC count | `5219` |
| Top Layer Used | `met5` |
| F_max | `45.0 MHz` |
| Fin. Hold Viols | `0` |
| Met2 WL post-DR | `148 mm` |
| Largest net degree at the start of global routing | `121` |
-- cell type report --
type	count	share of cell area
Sequential cell	2526	0.639
Multi-Input combinational cell	4651	0.227
Clock buffer	349	0.0632
Tap cell	3496	0.0369
Timing Repair Buffer	335	0.0225
Clock inverter	133	0.0102
Inverter	12	0.000380
Antenna cell	17	0.000359
-- critical path: stages --
cell and delay [ps]:
buf_2 410, buf_4 380, xnor2_1 180, nand4_1 120, or4_1 560, nor4_1 900
nand2_1 230, a31oi_4 230, buf_4 580, buf_4 710, buf_4 710, buf_12 490
mux2i_1 260, mux2i_1 150, mux2i_1 410, o22ai_1 590, or4_1 780, a2111oi_0 400
-- power by group --
part,switching (mW),total (mW),internal [mW]
logic,0.0572,0.0729,0.0157
registers,0.000482,1.58,1.58
clock network,0.553,1.35,0.793
-- registers in the layout, summed over array words and instances (netlist names) --
signal and cells:
cache_data 2048, cache_tag 448, valid 16, rd_data 8
replace_ptr 4, hit 1, miss 1
-- synthesized netlist by cell type, drive strengths merged, types with 6 or more instances --
cell        n  area [um^2]
o21ai     101          505
or4         9         67.6
o2111ai    13          114
o211a       7         70.1
or2        14         87.6
xor2      116         1020
a211oi     41          320
a21o        6         45.0
a22oi      15          113
nor2b      14         87.6
a211o       6         52.6
a311oi      7         61.3
mux2       25          282
nor2      332         1250
nor4b      12          120
a31o       12          105
o21bai     16          120
a31oi      44          282
buf       304         1630
mux4       14          315
nand2b     32          200
xnor2     328         2870
nor4       74          469
nand2    1561         5860
dfrtp      30          751
clkbuf    151          567
and4       15          134
a21oi     100          500
inv        12         45.0
o22ai      26          163
nand4     150          938
nor3       42          210
o31ai       9         67.6
and2       10         62.6
a32oi       9         78.8
a221oi     11          103
edfxtp   2496        75000
and3      102          638
o211ai     41          313
or3         8         50.1
nand3     839         4200
mux2i     421         4210
o32ai       7         61.3
nor3b       7         52.6
-- final timing paths --
check	start	end	slack, ps	cells past startpoint
max in group asynchronous	reset	rd_data[4]	58660	3
min in group asynchronous	reset	miss	14540	3
hold / removal	valid[0]	valid[0]	490	1
setup / recovery	addr[28]	rd_data[3]	51460	18
setup reg to reg	cache_tag[8][0]	rd_data[3]	65500	16
hold reg to reg	valid[0]	valid[0]	490	1
-- per-layer routing --
layer | vias to the layer above | GRT usage
met3 | 760 | 0.208
met2 | 4106 | 0.386
met1 | 32032 | 0.338
met4 | 53 | 0.103
met5 | - | 0.0298
li1 | 28648 | -
-- per-stage QoR --
| stage | cells | hold slack, ps | instance area [um^2] | setup slack [ps] | power, mW |
|---|---|---|---|---|---|
| final | 11519 | 488 | 118000 | 51460 | 3.00 |
| after global routing | 11505 | 537 | 118000 | 51210 | 3.07 |
| after CTS | 11502 | 494 | 118000 | 51630 | 3.01 |
| after detailed placement | 11020 | 486 | 110000 | 50660 | 1.68 |
| after global placement | 11020 | 478 | 110000 | 50630 | 1.68 |
| after floorplan | 7644 | 434 | 105000 | 53740 | 1.64 |
-- cells in the final DEF, fill, tap and decap left out, types with 59 or more instances in the layout --
cell | netlist | layout
a21oi_1 | 100 | 99
and3_1 | 102 | 102
buf_4 | 32 | 273
clkbuf_1 | 151 | 59
clkbuf_16 | 0 | 290
edfxtp_1 | 2496 | 2496
mux2i_1 | 421 | 421
nand2_1 | 1561 | 1555
nand3_1 | 839 | 839
nand4_1 | 150 | 150
nor2_1 | 332 | 316
nor4_1 | 73 | 70
o21ai_0 | 101 | 100
xnor2_1 | 328 | 328
xor2_1 | 116 | 116
-- logic make-up after synthesis --
group | count (synthesis) | synth area share
multiplexers | 460 | 0.0460
adder cells (fa/ha/maj) | 4 | 0.000478
flip-flops | 2526 | 0.723
AND/OR/NAND/NOR | 3231 | 0.139
XOR/XNOR | 444 | 0.0372
buffers and inverters | 467 | 0.0214
AND-OR/OR-AND | 512 | 0.0330
No activity file was given, so power comes from the tool's default toggle rates.
